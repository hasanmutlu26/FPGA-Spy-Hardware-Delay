<file path="/design/flow/config.mk">
export PLATFORM = sky130hd
export DESIGN_NAME = decimal_to_7seg
export DESIGN_NICKNAME = decimal_to_7seg
export VERILOG_FILES = /design/flow/design.v
export SDC_FILE = /design/flow/constraint.sdc
export NUM_CORES = 4
export LEC_CHECK = 1
export CORE_UTILIZATION = 40
</file>
<file path="/design/flow/constraint.sdc">
current_design decimal_to_7seg

set clk_period 8.2
set clk_io_pct 0.2

create_clock -name clk0 -period $clk_period [get_ports {clk}]

set non_clock_inputs [all_inputs -no_clocks]
set_input_delay [expr $clk_period * $clk_io_pct] -clock clk0 $non_clock_inputs
set_output_delay [expr $clk_period * $clk_io_pct] -clock clk0 [all_outputs]
</file>
<file path="/design/flow/design.v">
module DIV_control(ld, mux, div_fin, start, b_less, clk);
input start, b_less, clk;
output ld, mux, div_fin;
reg [2:0] R;
wire [2:0] N;
wire wAnd6, wAnd9;	 
wire wAnd3, wAnd5, wAnd7;  
wire wAnd1;		 
and(wAnd6, ~R[2], R[1], ~R[0], b_less);
and(wAnd9, R[2], ~R[1], ~R[0]);
or(N[2], wAnd6, wAnd9);
and(wAnd3, ~R[2], ~R[1], R[0]);
and(wAnd5, ~R[2], R[1], ~R[0], ~b_less);
and(wAnd7, ~R[2], R[1], R[0]); 
or(N[1], wAnd3, wAnd5, wAnd7);
and(wAnd1, ~R[2], ~R[1], ~R[0], start);
or(N[0], wAnd1, wAnd5);
or(ld, wAnd3, wAnd7);
or(mux, wAnd7, 1'b0);
or(div_fin, wAnd9, 1'b0);
initial begin
R = 3'b000;
end
always @ (posedge clk)
begin
R <= N;
end
endmodule
module DIV_datpath(resultDiv, resultMod, b_less, A, B, ld, mux, clk);
input [31:0] A;
input [31:0] B;
input ld, mux, clk;
output b_less;
output [31:0] resultDiv, resultMod;
wire [31:0] wCount, wRes, wAdd;
wire [31:0] mux_out, sub_out, cMux_out;
_32bit_REG g0(wRes, mux_out, ld, clk);
_32bit_2x1MUX g1(mux_out, A, sub_out, mux);
_32bit_SUB g2(sub_out, wRes, B);
_32bit_SLT g3(b_less, wRes, B);
_32bit_OR g32(resultMod, wRes, 32'd0);
_32bit_2x1MUX g5(cMux_out, 32'b0, wAdd, mux);
_32bit_REG g6(wCount, cMux_out, ld, clk);
_32bit_ADD g7(wAdd, wCount, 32'b0, 1'b1);
_32bit_OR g8(resultDiv, wCount, 32'd0);
endmodule
module _32bit_2x1MUX(result,A,B,control);
input [31:0] A, B;
input control;
output [31:0] result;
wire [31:0] and1, and2;
and (and1[0], A[0], ~control);
and (and1[1], A[1], ~control);
and (and1[2], A[2], ~control);
and (and1[3], A[3], ~control);
and (and1[4], A[4], ~control);
and (and1[5], A[5], ~control);
and (and1[6], A[6], ~control);
and (and1[7], A[7], ~control);
and (and1[8], A[8], ~control);
and (and1[9], A[9], ~control);
and (and1[10], A[10], ~control);
and (and1[11], A[11], ~control);
and (and1[12], A[12], ~control);
and (and1[13], A[13], ~control);
and (and1[14], A[14], ~control);
and (and1[15], A[15], ~control);
and (and1[16], A[16], ~control);
and (and1[17], A[17], ~control);
and (and1[18], A[18], ~control);
and (and1[19], A[19], ~control);
and (and1[20], A[20], ~control);
and (and1[21], A[21], ~control);
and (and1[22], A[22], ~control);
and (and1[23], A[23], ~control);
and (and1[24], A[24], ~control);
and (and1[25], A[25], ~control);
and (and1[26], A[26], ~control);
and (and1[27], A[27], ~control);
and (and1[28], A[28], ~control);
and (and1[29], A[29], ~control);
and (and1[30], A[30], ~control);
and (and1[31], A[31], ~control);
and (and2[0], B[0], control);
and (and2[1], B[1], control);
and (and2[2], B[2], control);
and (and2[3], B[3], control);
and (and2[4], B[4], control);
and (and2[5], B[5], control);
and (and2[6], B[6], control);
and (and2[7], B[7], control);
and (and2[8], B[8], control);
and (and2[9], B[9], control);
and (and2[10], B[10], control);
and (and2[11], B[11], control);
and (and2[12], B[12], control);
and (and2[13], B[13], control);
and (and2[14], B[14], control);
and (and2[15], B[15], control);
and (and2[16], B[16], control);
and (and2[17], B[17], control);
and (and2[18], B[18], control);
and (and2[19], B[19], control);
and (and2[20], B[20], control);
and (and2[21], B[21], control);
and (and2[22], B[22], control);
and (and2[23], B[23], control);
and (and2[24], B[24], control);
and (and2[25], B[25], control);
and (and2[26], B[26], control);
and (and2[27], B[27], control);
and (and2[28], B[28], control);
and (and2[29], B[29], control);
and (and2[30], B[30], control);
and (and2[31], B[31], control);
or (result[0], and1[0], and2[0]);
or (result[1], and1[1], and2[1]);
or (result[2], and1[2], and2[2]);
or (result[3], and1[3], and2[3]);
or (result[4], and1[4], and2[4]);
or (result[5], and1[5], and2[5]);
or (result[6], and1[6], and2[6]);
or (result[7], and1[7], and2[7]);
or (result[8], and1[8], and2[8]);
or (result[9], and1[9], and2[9]);
or (result[10], and1[10], and2[10]);
or (result[11], and1[11], and2[11]);
or (result[12], and1[12], and2[12]);
or (result[13], and1[13], and2[13]);
or (result[14], and1[14], and2[14]);
or (result[15], and1[15], and2[15]);
or (result[16], and1[16], and2[16]);
or (result[17], and1[17], and2[17]);
or (result[18], and1[18], and2[18]);
or (result[19], and1[19], and2[19]);
or (result[20], and1[20], and2[20]);
or (result[21], and1[21], and2[21]);
or (result[22], and1[22], and2[22]);
or (result[23], and1[23], and2[23]);
or (result[24], and1[24], and2[24]);
or (result[25], and1[25], and2[25]);
or (result[26], and1[26], and2[26]);
or (result[27], and1[27], and2[27]);
or (result[28], and1[28], and2[28]);
or (result[29], and1[29], and2[29]);
or (result[30], and1[30], and2[30]);
or (result[31], and1[31], and2[31]);
endmodule
module _32bit_ADD(result,A,B,C0);
input [31:0] A, B;
input C0;
output [31:0] result;
wire C1, C2, C3, C4, C5, C6, C7, C8, C9, C10, C11, C12, C13, C14, C15, C16, C17, C18, C19, C20, C21, C22, C23, C24, C25, C26, C27, C28, C29, C30, C31, C32;
full_adder FA0(result[0], C1, A[0], B[0], C0);
full_adder FA1(result[1], C2, A[1], B[1], C1);
full_adder FA2(result[2], C3, A[2], B[2], C2);
full_adder FA3(result[3], C4, A[3], B[3], C3);
full_adder FA4(result[4], C5, A[4], B[4], C4);
full_adder FA5(result[5], C6, A[5], B[5], C5);
full_adder FA6(result[6], C7, A[6], B[6], C6);
full_adder FA7(result[7], C8, A[7], B[7], C7);
full_adder FA8(result[8], C9, A[8], B[8], C8);
full_adder FA9(result[9], C10, A[9], B[9], C9);
full_adder FA10(result[10], C11, A[10], B[10], C10);
full_adder FA11(result[11], C12, A[11], B[11], C11);
full_adder FA12(result[12], C13, A[12], B[12], C12);
full_adder FA13(result[13], C14, A[13], B[13], C13);
full_adder FA14(result[14], C15, A[14], B[14], C14);
full_adder FA15(result[15], C16, A[15], B[15], C15);
full_adder FA16(result[16], C17, A[16], B[16], C16);
full_adder FA17(result[17], C18, A[17], B[17], C17);
full_adder FA18(result[18], C19, A[18], B[18], C18);
full_adder FA19(result[19], C20, A[19], B[19], C19);
full_adder FA20(result[20], C21, A[20], B[20], C20);
full_adder FA21(result[21], C22, A[21], B[21], C21);
full_adder FA22(result[22], C23, A[22], B[22], C22);
full_adder FA23(result[23], C24, A[23], B[23], C23);
full_adder FA24(result[24], C25, A[24], B[24], C24);
full_adder FA25(result[25], C26, A[25], B[25], C25);
full_adder FA26(result[26], C27, A[26], B[26], C26);
full_adder FA27(result[27], C28, A[27], B[27], C27);
full_adder FA28(result[28], C29, A[28], B[28], C28);
full_adder FA29(result[29], C30, A[29], B[29], C29);
full_adder FA30(result[30], C31, A[30], B[30], C30);
full_adder FA31(result[31], C32, A[31], B[31], C31);
endmodule
module _32bit_DIV(resultDiv, resultMod, div_fin, A, B, start, clk);
output [31:0] resultDiv, resultMod;
output div_fin;
input [31:0] A;
input [31:0] B;
input start, clk;
wire wLd, wMux, wB_less;
DIV_control g0(wLd, wMux, div_fin, start, wB_less, clk);
DIV_datpath g1(resultDiv, resultMod, wB_less, A, B, wLd, wMux, clk);
endmodule
module _32bit_OR (result, A, B);
input [31:0] A, B;
output [31:0] result;
or (result[0], A[0], B[0]);
or (result[1], A[1], B[1]);
or (result[2], A[2], B[2]);
or (result[3], A[3], B[3]);
or (result[4], A[4], B[4]);
or (result[5], A[5], B[5]);
or (result[6], A[6], B[6]);
or (result[7], A[7], B[7]);
or (result[8], A[8], B[8]);
or (result[9], A[9], B[9]);
or (result[10], A[10], B[10]);
or (result[11], A[11], B[11]);
or (result[12], A[12], B[12]);
or (result[13], A[13], B[13]);
or (result[14], A[14], B[14]);
or (result[15], A[15], B[15]);
or (result[16], A[16], B[16]);
or (result[17], A[17], B[17]);
or (result[18], A[18], B[18]);
or (result[19], A[19], B[19]);
or (result[20], A[20], B[20]);
or (result[21], A[21], B[21]);
or (result[22], A[22], B[22]);
or (result[23], A[23], B[23]);
or (result[24], A[24], B[24]);
or (result[25], A[25], B[25]);
or (result[26], A[26], B[26]);
or (result[27], A[27], B[27]);
or (result[28], A[28], B[28]);
or (result[29], A[29], B[29]);
or (result[30], A[30], B[30]);
or (result[31], A[31], B[31]);
endmodule
module _32bit_REG(val, inData, ld, clk);
input [31:0] inData;
input ld, clk;
output [31:0] val;
reg [31:0] memory;
initial begin
memory = 32'b0;
end
always @(posedge clk)
begin
if(ld)
	memory <= inData;
end
assign val = memory;
endmodule
module _32bit_SLT (result, A, B);
input [31:0] A, B;
output result;
wire [31:0] w1;
_32bit_SUB c0 (w1, A, B);
or(result, w1[31], 1'b0);
endmodule
module _32bit_SUB(result, A, B);
input [31:0] A, B;
output [31:0] result;
wire [31:0] w1;
_32bit_XOR g0(w1, B, 32'b1111_1111_1111_1111_1111_1111_1111_1111);
_32bit_ADD g1 (result, A, w1, 1'b1);
endmodule
module _32bit_XOR(result, A, B);
input [31:0] A, B;
output [31:0] result;
xor (result[0], A[0], B[0]);
xor (result[1], A[1], B[1]);
xor (result[2], A[2], B[2]);
xor (result[3], A[3], B[3]);
xor (result[4], A[4], B[4]);
xor (result[5], A[5], B[5]);
xor (result[6], A[6], B[6]);
xor (result[7], A[7], B[7]);
xor (result[8], A[8], B[8]);
xor (result[9], A[9], B[9]);
xor (result[10], A[10], B[10]);
xor (result[11], A[11], B[11]);
xor (result[12], A[12], B[12]);
xor (result[13], A[13], B[13]);
xor (result[14], A[14], B[14]);
xor (result[15], A[15], B[15]);
xor (result[16], A[16], B[16]);
xor (result[17], A[17], B[17]);
xor (result[18], A[18], B[18]);
xor (result[19], A[19], B[19]);
xor (result[20], A[20], B[20]);
xor (result[21], A[21], B[21]);
xor (result[22], A[22], B[22]);
xor (result[23], A[23], B[23]);
xor (result[24], A[24], B[24]);
xor (result[25], A[25], B[25]);
xor (result[26], A[26], B[26]);
xor (result[27], A[27], B[27]);
xor (result[28], A[28], B[28]);
xor (result[29], A[29], B[29]);
xor (result[30], A[30], B[30]);
xor (result[31], A[31], B[31]);
endmodule
module decimal_to_7seg(hex5, hex4, hex3, hex2, hex1, hex0, A, start, clk);
input [31:0] A;
input start, clk;
output [3:0] hex5, hex4, hex3, hex2, hex1, hex0;
wire [31:0] wRes0, wRes1, wRes2, wRes3, wRes4, wRes5;
wire wFin0, wFin1, wFin2, wFin3, wFin4, wFin5;
wire wAnd0, wAnd1, wAnd2, wAnd3, wAnd4, wAnd5;
and(wAnd0, ~wFin0, start);
_32bit_DIV h0(wRes0, hex0, wFin0, A, 32'b1010, wAnd0, clk);
and(wAnd1, wFin0, ~wFin1);
_32bit_DIV h1(wRes1, hex1, wFin1, wRes0, 32'b1010, wAnd1, clk);
and(wAnd2, wFin1, ~wFin2);
_32bit_DIV h2(wRes2, hex2, wFin2, wRes1, 32'b1010, wAnd2, clk);
and(wAnd3, wFin2, ~wFin3);
_32bit_DIV h3(wRes3, hex3, wFin3, wRes2, 32'b1010, wAnd3, clk);
and(wAnd4, wFin3, ~wFin4);
_32bit_DIV h4(wRes4, hex4, wFin4, wRes3, 32'b1010, wAnd4, clk);
and(wAnd5, wFin4, ~wFin5);
_32bit_DIV h5(wRes5, hex5, wFin5, wRes4, 32'b1010, wAnd5, clk);
endmodule
module full_adder(sum, carry_out, a, b, carry_in);
input a, b, carry_in;
output sum, carry_out;
wire temp_sum, first_carry_out, second_carry_out;
half_adder first_sum(temp_sum, first_carry_out, a, b);
half_adder second_sum(sum, second_carry_out, temp_sum, carry_in);
or final_carry_out(carry_out, second_carry_out, first_carry_out);
endmodule
module half_adder(sum, carry_out, a, b);
input a, b;
output sum, carry_out;
xor sum_of_digits(sum, a, b);
and carry_of_sum(carry_out, a, b);
endmodule
</file>
<file path="/design/flow/run.sh">
#!/bin/bash
# OpenROAD 26Q1-2900-gdf79404cd8, Yosys 0.63+post, stock flow scripts
make -C /OpenROAD-flow-scripts/flow DESIGN_CONFIG=/design/flow/config.mk WORK_HOME=/design/flow/orfs finish
</file>
==> impl_metrics.json <==
{
  "synth.distinct_cells": 31,
  "final_max_slew_viol_count": 0,
  "total_switching_power_uw": 941.6,
  "power_switching_share": 0.2198,
  "synth-edff-count": 352,
  "ctsResizeCount": 0,
  "report.power.total_uw": 4283,
  "global_route.usage.total": 0.1207,
  "timing.critical_path.to": "h3.g1.g0.memory[31]",
  "outcome": "finished clean",
  "core_area_mm2": 0.04936,
  "max_cap_violations": 0,
  "numCtsBuffers": 43,
  "initialDrtViolationCount": 439,
  "routed-via-count": 10070,
  "fin_crit_sh": 0.8331,
  "synthToLayoutAreaGrowth_pct": 11.70,
  "postRouteAntennaNets": 0,
  "via_per_inst": 4.387,
  "die_width_um": 226.7,
  "cts.clk_slew.worst_paths_ns": 0.06,
  "finClkSkew_ns": 0.01583,
  "grt_pass1_wl_um": 47990,
  "setup_viol_count_final": 0,
  "async_flop_share": 0,
  "syn-mean-instance-area_um2": 13.08,
  "number_of_hold_buffers_added_after_cts": 0,
  "cp-startpoint": "h3.g1.g0.memory[1]",
  "postLayoutSetupSlackWorst_ns": 1.369,
  "cellLeakagePower_uw": 0.01041,
  "slew-limit-headroom": 0.4491,
  "worstRegToRegCells": 34,
  "hold_violations": 0,
  "synth-cells-yosys": 1544,
  "timing.fmax_ghz": 0.1464,
  "rsz0062_at_grt": "false",
  "cts_tree": "done",
  "endpoint_kind": "flop",
  "final_period_minus_worst_setup_slack_ns": 6.831,
  "cts_buffer_depth": 3,
  "post_cts.repair.setup_buffers": 0,
  "grt_antenna_before_repair": 0,
  "timing.critical_path.mode_cell": "sky130_fd_sc_hd__ha_1",
  "startpoint_type": "flop",
  "fillerInstances": 4400,
  "warnings": 25,
  "h-tree-depth": 2,
  "crit_slowest_cell": "sky130_fd_sc_hd__edfxtp_1",
  "critPathArrivalTime_ns": 7.14,
  "post-dp-hpwl_um": 17070,
  "final_util": 0.4570,
  "ir_drop_mv": 0.1341,
  "drive_gt1_frac": 0.06622,
  "drt_pass1_iterations": 4,
  "synth-seq-area-share": 0.5413,
  "cts-root-buf": "sky130_fd_sc_hd__clkbuf_16",
  "pre_cts_ws_ns": 1.307,
  "place.gp.congestion": 0.7527,
  "total_cell_area_reported_by_yosys_after_synthesis_mm2": 0.02019,
  "synth.ff_latch_count": 370,
  "io_pins": 58,
  "worstSetupPathType": "flop to flop",
  "globalRoute.totalOverflow": 0,
  "power.share.combinational": 0.069,
  "p_clk_frac": 0.405,
  "routed_wirelength_um": 26980,
  "ff_type": "sky130_fd_sc_hd__edfxtp_1",
  "critical_path.max_stage_delay_ns": 0.33,
  "num_antenna_cells": 0,
  "required_ns": 8.51,
  "grt_max_degree": 64,
  "tightestPinTransition_ns": 0.8264,
  "p_int_uw": 3342,
  "drcViolationCount": 0,
  "fin_setup_tns_ns": 0,
  "worstReg2RegStart": "h3.g1.g0.memory[1]",
  "final_layout_top_logic_cell": "sky130_fd_sc_hd__inv_1",
  "clkSinkCount": 370,
  "regToRegSetupSlack_ns": 1.37,
  "worst_skew_pair.late_latency_ns": 0.55,
  "die-height_um": 226.7,
  "timing.hold.ws_ns": 0.4842,
  "synth.cell_area_mm2": 0.02019,
  "hp-class": "flop to flop",
  "grt_pass1_vias": 10250,
  "std_cell_rows": 81,
  "route.detailed.wl_per_inst_um": 11.76,
  "number_of_warnings_reported_in_the_yosys_synthesis_log": 8,
  "power.density_mw_per_mm2": 189.9,
  "critPathMaxFanout": 4,
  "critical_path.reg2reg.endpoint": "h3.g1.g0.memory[31]",
  "seq_power_share": 0.527,
  "syn-instance-count": 1544,
  "lay_top_cells": "sky130_fd_sc_hd__inv_1, sky130_fd_sc_hd__edfxtp_1, sky130_fd_sc_hd__ha_1",
  "chipArea_mm2": 0.05139,
  "numPortBuffers": 57,
  "floorplan.initialDensity": 0.4092
}
flip-flops by register name, summed over array words and instances (netlist names), 32 cells and up, named ones only:
signal,cells
h0.g1.g6.memory,32
h1.g1.g6.memory,32
h2.g1.g6.memory,32
h3.g1.g6.memory,32
h4.g1.g6.memory,32
cell type report:
cell class / instances / area [um2] / share of cell area
multi-input combinational: 751 / 7497 / 0.3324
sequential: 370 / 10930 / 0.4846
clock inverter: 17 / 75.07 / 0.003328
clock buffer: 60 / 1182 / 0.05242
tap: 664 / 830.8 / 0.03683
timing repair buffer: 73 / 690.7 / 0.03062
inverter: 360 / 1351 / 0.05990
through the flow:
step	instances	area, um2
2_1_floorplan	1544	20190
5_1_grt	2295	22560
6_report	2295	22560
3_3_place_gp	2218	21300
3_5_place_dp	2218	21300
4_1_cts	2295	22560
cells in the mapped netlist, types with 5 or more instances:
cell / number / area share
sky130_fd_sc_hd__dfxtp_1: 18 / 0.018
sky130_fd_sc_hd__xor2_1: 6 / 0.0026
sky130_fd_sc_hd__nand3b_1: 6 / 0.0022
sky130_fd_sc_hd__o21ai_0: 6 / 0.0015
sky130_fd_sc_hd__clkbuf_1: 15 / 0.0028
sky130_fd_sc_hd__and3b_1: 5 / 0.0022
sky130_fd_sc_hd__buf_2: 9 / 0.0022
sky130_fd_sc_hd__edfxtp_1: 352 / 0.52
sky130_fd_sc_hd__nor2_1: 22 / 0.0041
sky130_fd_sc_hd__mux2i_1: 168 / 0.083
sky130_fd_sc_hd__ha_1: 324 / 0.20
sky130_fd_sc_hd__nor3b_1: 6 / 0.0022
sky130_fd_sc_hd__xnor2_1: 5 / 0.0022
sky130_fd_sc_hd__inv_1: 360 / 0.067
sky130_fd_sc_hd__mux2_2: 17 / 0.0095
sky130_fd_sc_hd__nand2b_1: 12 / 0.0037
sky130_fd_sc_hd__buf_4: 36 / 0.013
sky130_fd_sc_hd__and2_1: 150 / 0.046
sky130_fd_sc_hd__a31o_2: 6 / 0.0026
worst min path at each step:
stage | slack, ns | end | from | cells after the start
global route | 0.51 | flop | h0.g1.g6.memory[0] | 0
CTS | 0.49 | flop | h2.g1.g6.memory[0] | 0
finish | 0.48 | flop | h2.g1.g6.memory[0] | 0
logic make-up after synthesis:
group	synth area share
AOI/OAI and AO/OA	0.006630
xor gates and xnor gates	0.004771
adders and majority gates	0.2007
buffers and inverters	0.08761
DFF	0.5413
muxes	0.09349
and+or+nand+nor	0.06549
power by group through the flow:
stage	sequential, uW	clock (uW)	combinational (uW)
CTS	2260	1810	305
global route	2270	1870	348
finish	2260	1730	294
routing by layer:
layer | part of all wire | global-route usage
met1 | 0.49 | 0.1905
met5 | 0 | 0
met4 | 0.025 | 0.02507
met2 | 0.43 | 0.1807
met3 | 0.051 | 0.02871
critical path: cells and delay by family (launching register included):
family,cells,cell delay [ns]
fa+ha+maj,29,5.62
buf+inv,3,0.15
mux,1,0.27
xor+xnor,1,0.20
flops,1,0.33
No activity file was given, so power comes from the tool's default toggle rates.
